==> flow/run.sh <==
#!/bin/bash
# OpenROAD 26Q1-2900-gdf79404cd8, Yosys 0.63+post, stock flow scripts
make -C /OpenROAD-flow-scripts/flow DESIGN_CONFIG=/design/flow/config.mk WORK_HOME=/design/flow/orfs finish
==> flow/design.v <==
module clk_divider
#( parameter DIVIDER_CNT_WIDTH = 2 )
( input  i_clk,
  input  i_rst,
  output o_clk );
reg [DIVIDER_CNT_WIDTH - 1:0] counter;
assign o_clk = counter[DIVIDER_CNT_WIDTH - 1];
always @( posedge i_clk or posedge i_rst ) begin
  if( i_rst )
    counter <= {DIVIDER_CNT_WIDTH{1'b0}};
  else
    counter <= counter + 1'b1;
end
endmodule
module counter
#( parameter CNT_WIDTH = 8 )
( input  wire                   i_clk,
  input  wire                   i_rst,
  input  wire                   i_cnt_en,
  input  wire                   i_cnt_clk,
  input  wire                   i_cnt_rst,
  output wire [CNT_WIDTH - 1:0] o_cnt         );
localparam ACTIVE_CNT_WIDTH = 4;
reg   [ACTIVE_CNT_WIDTH - 1:0]  act_cnt;
reg          [CNT_WIDTH - 1:0]  cnt;
wire cnt_inc;
assign o_cnt   = cnt;
assign cnt_inc = ( act_cnt == {ACTIVE_CNT_WIDTH{1'b1}} );
always @( posedge i_clk or posedge i_rst ) begin : s_act_lvl_counter
  if( i_rst ) begin
    act_cnt <= {ACTIVE_CNT_WIDTH{1'b0}};
  end
  else if( i_cnt_clk ) begin
    if( act_cnt != {ACTIVE_CNT_WIDTH{1'b1}} ) begin
      act_cnt <= act_cnt + 1'b1;
    end
  end else begin
    act_cnt <= {ACTIVE_CNT_WIDTH{1'b0}};
  end
end
always @( posedge cnt_inc or posedge i_rst or posedge i_cnt_rst ) begin:cnt_incr
  if( i_rst ) begin
    cnt <= { CNT_WIDTH{1'b0} };
  end
  else if( i_cnt_rst ) begin
    cnt <= { CNT_WIDTH{1'b0} };
  end else begin
    if( i_cnt_en ) begin
      cnt <= cnt + 1'b1;
    end  
  end  
end
endmodule
module prs_cpld
#( parameter NUMBER_OF_COUNTERS = 16, 
   parameter COUNTERS_WIDTH     = 8  )
( input  wire [NUMBER_OF_COUNTERS - 1:0] i_cnt_channels,
  input  wire                            i_clk,
  input  wire                            i_rst_n,
  output wire                            o_miso,
  input  wire                            i_mosi,
  input  wire                            i_sck,
  input  wire                            i_ssel_n );
wire [( NUMBER_OF_COUNTERS * COUNTERS_WIDTH ) - 1:0] counters_output;
wire                      [NUMBER_OF_COUNTERS - 1:0] counters_enable;
wire                                                 counters_reset;
wire                                                 clk_div;
clk_divider #(
  .DIVIDER_CNT_WIDTH ( 4 )
) clk_divider_inst (
  .i_clk            ( i_clk    ),
  .i_rst            ( !i_rst_n ),
  .o_clk            ( clk_div  )     
);
spi_slave #( 
  .TX_BUFF_BITS  ( NUMBER_OF_COUNTERS * COUNTERS_WIDTH ),
  .RX_BUFF_BITS  ( NUMBER_OF_COUNTERS                  ) 
) spi_slave_inst (
  .i_clk           ( i_clk           ),
  .i_rst           ( !i_rst_n        ),
  .o_data_capt_st  ( counters_reset  ),
  .i_TX_buff       ( counters_output ),
  .o_RX_buff       ( counters_enable ),
  .o_miso          ( o_miso          ),
  .i_ssel_n        ( i_ssel_n        ),
  .i_mosi          ( i_mosi          ),
  .i_sck           ( i_sck           )
);
genvar i;
generate
  for( i = 0; i < NUMBER_OF_COUNTERS; i = i + 1 ) begin : cnt_gen_block
    counter #( 
      .CNT_WIDTH   ( COUNTERS_WIDTH ) 
    ) counter_inst (
      .i_clk      ( clk_div                              ),
      .i_rst      ( !i_rst_n                             ),
      .i_cnt_en   ( counters_enable[i]                   ),  
      .i_cnt_clk  ( i_cnt_channels[i]                    ),
      .i_cnt_rst  ( counters_reset                       ),
      .o_cnt      ( counters_output[(COUNTERS_WIDTH + (COUNTERS_WIDTH * i)) - 1:
                                     COUNTERS_WIDTH * i] )
    );  
  end
endgenerate
endmodule
module spi_slave
#( parameter TX_BUFF_BITS = 16,
   parameter RX_BUFF_BITS = 2  )
( input  wire                      i_clk,
  input  wire                      i_rst,
  output wire                      o_data_capt_st,
  input  wire [TX_BUFF_BITS - 1:0] i_TX_buff,
  output wire [RX_BUFF_BITS - 1:0] o_RX_buff,
  output wire                      o_miso,
  input  wire                      i_ssel_n,
  input  wire                      i_mosi,
  input  wire                      i_sck      );
localparam IDLE              = 2'b00;
localparam CAPTURE           = 2'b01;
localparam DATA_RDY          = 2'b10;
localparam TRANSMISSION      = 2'b11;
localparam CLK_COUNTER_WIDTH = 8;
reg      [TX_BUFF_BITS - 1:0] TX_buff;
reg                           TX_capt;
reg      [RX_BUFF_BITS - 1:0] RX_buff;
reg      [RX_BUFF_BITS - 1:0] RX_shft_reg;
reg [CLK_COUNTER_WIDTH - 1:0] clk_cnt;  
reg                     [1:0] state;
reg                     [1:0] next_state;
assign o_miso         = ( i_ssel_n )? ( 1'bZ ): 
                                      ( TX_buff[TX_BUFF_BITS - 1] );
assign o_data_capt_st = ( state == DATA_RDY );
assign o_RX_buff      = RX_buff;  
always @( posedge i_sck or posedge i_rst or posedge i_ssel_n) begin : s_TX_capt
  if( i_rst ) begin
    TX_capt <= 1'b0;
  end
  else if ( i_ssel_n ) begin
    TX_capt <= 1'b0;
  end
  else if ( TX_capt == 0 ) begin
    TX_capt <= 1'b1;
  end 
end
always @( posedge i_sck or posedge i_rst ) begin : s_TX_shift_reg
  if( i_rst ) begin
    TX_buff <= {TX_BUFF_BITS{1'b0}};
  end
  else if ( state == CAPTURE ) begin
    TX_buff <= i_TX_buff;
  end
  else if ( state == TRANSMISSION ) begin
    TX_buff <= {TX_buff[TX_BUFF_BITS - 2:0], 1'b1};  
  end
end
always @( negedge i_sck or posedge i_rst ) begin : s_RX_shift_reg
  if( i_rst ) begin     
    RX_shft_reg <= {RX_BUFF_BITS{1'b0}};
  end
  else if( state == TRANSMISSION ) begin
    RX_shft_reg <= {RX_shft_reg[( RX_BUFF_BITS - 2 ):0], i_mosi};
  end 
end
always @( negedge i_sck or posedge i_rst ) begin : s_RX_clk_counter
  if( i_rst ) begin
     clk_cnt <= {CLK_COUNTER_WIDTH{1'b0}};
  end
  else if( clk_cnt == RX_BUFF_BITS ) begin
    clk_cnt <= {CLK_COUNTER_WIDTH{1'b0}};
  end else begin
    clk_cnt <= clk_cnt + 1'b1;
  end
end
always @( posedge i_clk or posedge i_rst ) begin : s_RX_buff_capture
  if( i_rst ) begin
    RX_buff <= {RX_BUFF_BITS{1'b0}};
  end
  else if( clk_cnt == RX_BUFF_BITS ) begin
    RX_buff <= RX_shft_reg;
  end
end
always @( posedge i_clk or posedge i_rst ) begin : s_fsm_state_reg
  if( i_rst ) begin
    state <= IDLE;
  end else begin
    state <= next_state;
  end
end
always @* begin : c_fsm_next_state_logic
  case( state )
    IDLE: begin
      if( !i_ssel_n )
        next_state = CAPTURE;
      else
        next_state = IDLE;
    end
    CAPTURE: begin
      if( i_ssel_n )
        next_state = IDLE;
      else if( TX_capt )
        next_state = DATA_RDY;
      else
        next_state = CAPTURE;
    end
    DATA_RDY: begin
      if( i_ssel_n )
        next_state = IDLE;
      else
        next_state = TRANSMISSION;
    end
    TRANSMISSION: begin
      if( i_ssel_n )
        next_state = IDLE;
      else
        next_state = TRANSMISSION;
    end
    default:
      next_state   = IDLE;
  endcase
end
endmodule
==> flow/config.mk <==
export PLATFORM = sky130hd
export DESIGN_NAME = prs_cpld
export DESIGN_NICKNAME = prs_cpld
export VERILOG_FILES = /design/flow/design.v
export SDC_FILE = /design/flow/constraint.sdc
export NUM_CORES = 4
export LEC_CHECK = 1
export CORE_UTILIZATION = 40
==> flow/constraint.sdc <==
current_design prs_cpld

set clk_period 3.6
set clk_io_pct 0.2

create_clock -name clk0 -period $clk_period [get_ports {i_clk}]
create_clock -name clk1 -period $clk_period [get_ports {i_sck}]

set non_clock_inputs [all_inputs -no_clocks]
set_input_delay [expr $clk_period * $clk_io_pct] -clock clk0 $non_clock_inputs
set_output_delay [expr $clk_period * $clk_io_pct] -clock clk0 [all_outputs]
==> COMMIT_EDITMSG <==
Refresh implementation metrics

- The flow ran to the end, and the final reports show no timing, DRC or antenna violations.
* Number of maximum-capacitance violations: 0
- Final slew viol count: 0
- Per the OpenROAD floorplan log, the area of the die is ~0.041 sq mm.
* Critical Setup Path Class: register to register
- Cell leakage power: 7.79 nW
* Final count of negative-setup-slack endpoints: 0
- Most common cell after layout, fill and taps aside: sky130_fd_sc_hd__dfrtp_1
* Required time at the worst-slack endpoint: 3750 ps
- The via count of the first global-routing pass is 9306.
- For flop-to-flop paths, the worst setup slack is 90 ps.
- The HPWL after detailed placement is roughly 17 mm.
- Overall power of the completed layout: 4.65 mW
- Per STA, the worst path accumulates the most delay in the family flip-flops.
- Per the layout report, the design carries around 3500 filler cells.
- The first global-routing pass estimated approximately 45 mm of wire.
* Transition at the pin with the smallest max-transition slack: roughly 770 ps
* RSZ-0062 raised after global routing: no
* Via count: between 9000 and 10000
- In this run the critical register-to-register path is captured at spi_slave_inst.RX_buff[0].
* Chip area from the yosys synthesis statistics: about 0.016 sq mm
- Post-synthesis cell count: around 1400
- Detailed Route Iter0 Violations: around 370
- Hold timing on the final database bottoms out at a slack of 204 ps.
* Placed Instances: 1872
- Slowest stage cell, crit path: sky130_fd_sc_hd__dfrtn_1
- Number of antenna violations at the first check in global routing: 0
- Number of hold-slack violations in the final timing report: 0
* Type of the tightest min-delay check: input port to async pin
- Crit path capture type: register
* Final non-filler cell total: 1910
* Post-Synthesis Mean Instance Area: 11.5 sq um
- Across all stage logs, warnings added up to 29.
- Along the critical path, the tally of buffer and inverter instances is 2.
* Vertical extent of the die: approximately 200 microns
* Count of instances resized after the clock tree is built: 0
- For the worst setup path, the data arrival time is ~3700 ps.
- Number of top-level design ports: 22
- Logic depth of the worst setup path including buffers: 5
- Number of register pins that no clock reaches: 192
- P per Cell Area: 268 mW/mm^2
- DRC violations left: 0
- Largest net degree at the start of global routing: 121
- Per the layout area report, the register area comes to 0.00924 sq mm.
- The region available for standard cell placement spans a little under 0.04 sq mm.
* Seq share, synth: 0.581
- The script logs the ratio of routed vias to standard cells as slightly below 5.
- Peak fanout along the critical path: 7
* Netlist area before placement: between 0.015 and 0.02 sq mm
- Setup total negative slack on the finished layout was measured at 0 ps.
- Yosys Instances: approximately 1400
- Of the cells placed in the final design, the portion with a size suffix greater than 1 is 0.0776.
- Per the power-grid run, VDD falls by no more than between 0.3 and 0.4 mV.
- In the final layout, the registers with the most flip-flops are cnt_gen_block.counter_inst.cnt: 128 flops, spi_slave_inst.TX_buff: 128 flops, cnt_gen_block.counter_inst.act_cnt: 64 flops.
- In this run, synthesis produced a sequential element count of between 300 and 400.
- Worst Setup SP: spi_slave_inst.clk_cnt[0]
- Across every metal layer, demand over resource in global routing totals 0.135.
* Initial core utilization: 0.409
- The launch point of the worst register-to-register path is recorded as spi_slave_inst.clk_cnt[0].
* Final core occ: 0.446
- In this run the tightest slew margin relative to its limit is 0.489.
* Clock tree from TritonCTS: done
* Count of buffers from port buffering: 20
- The multi-input combinational cells in the finished layout cover a total of 0.00628 sq mm.
* Final global-route overflow total: 0
- R2R depth: 5
- The horizontal die dimension reported for this design is 201 microns.
- Per STA, the endpoint of the critical path is spi_slave_inst.RX_buff[0].
* Total of warnings raised by yosys: 4
- Dividing the detail-routed wire length by the instance count gives between 10 and 15 microns.
- 0 antenna diodes ended up in the layout.
- The gate-level netlist out of Yosys references 30 unique cell types.
* Clock slew seen by the registers of the worst setup and hold paths: roughly 80 ps
- Post-route clock skew: 9.09 ps
- about 190 endpoints have no timing constraint.
- Drt total wl: roughly 25 mm
* Synth-to-Final Area Change: 9.19%
* Worst-path cell chain: inv_1 > ha_1 > nand3_4 > buf_4 > mux2_2
- Commonest cells after routing, fill and taps aside: sky130_fd_sc_hd__dfrtp_1 (213), sky130_fd_sc_hd__nand2_1 (176), sky130_fd_sc_hd__dfrtn_1 (152)
- The worst setup path is launched from a register.
- Once detail routing completed, the nets flagged for antenna violations numbered 0.
* # rows: 72
* Final RePlAce weighted congestion: around 0.8
- Iteration count of the initial detailed-routing pass: 4
- Largest stage delay, worst path: ~500 ps
==> kinds of logic (layout without fill, tap and decap cells) <==
logic type                 Yosys count  in the layout  synth area share
adders and majority gates           35             35            0.0275
other                                1              1          0.000236
xor gates and xnor gates           136            136            0.0749
AOI/OAI and AO/OA                  179            179            0.0603
muxes                              191            191             0.126
buffers and inverters               95            110            0.0246
and+or+nand+nor                    371            371             0.106
DFF                                369            369             0.581
==> timing repair <==
action / CTS / global route
endpoints found under the setup margin: 3 / 0
buffers inserted: 2 / 0
hold endpoints to repair: 0 / 0
hold buffers: 0 / 0
==> per-layer routing <==
metal / track usage / wire length (microns) / vias to the layer above
met4: 0.0149 / 326 / 0
li1: - / - / 4761
met1: 0.226 / 13000 / 4639
met3: 0.0192 / 566 / 15
met5: 0 / 0 / -
met2: 0.204 / 10900 / 55
==> worst min path at each step <==
stage,cells past startpoint,end,slack (ps),start
4_1_cts,1,spi_slave_inst.TX_buff[127],200,i_rst_n
5_1_grt,1,spi_slave_inst.TX_buff[127],230,i_rst_n
6_report,1,spi_slave_inst.TX_buff[127],200,i_rst_n
==> power by group <==
| part | internal (mW) | total, mW | switching (mW) |
|---|---|---|---|
| Sequential | 2.09 | 2.20 | 0.110 |
| Clock | 1.16 | 2.09 | 0.938 |
| Combinational | 0.154 | 0.359 | 0.205 |
==> final cells by class <==
cell class	instances	area share
flip-flops and latches	369	0.532
repair buffers	36	0.0202
well taps	518	0.0373
clock inverters	16	0.0112
inverters	38	0.00821
clock buffers	20	0.0288
multi-input cells	913	0.362
==> cell usage after synthesis <==
| cell | n | area share |
|---|---|---|
| sky130_fd_sc_hd__dfrtp_1 | 216 | 0.34 |
| sky130_fd_sc_hd__nand2_1 | 176 | 0.042 |
| sky130_fd_sc_hd__dfrtn_1 | 152 | 0.24 |
| sky130_fd_sc_hd__o21ai_0 | 144 | 0.045 |
| sky130_fd_sc_hd__mux2i_1 | 143 | 0.090 |
| sky130_fd_sc_hd__xnor2_1 | 85 | 0.047 |
| sky130_fd_sc_hd__nor2_1 | 56 | 0.013 |
| sky130_fd_sc_hd__xor2_1 | 51 | 0.028 |
| sky130_fd_sc_hd__nand4_1 | 48 | 0.019 |
| sky130_fd_sc_hd__mux2_2 | 40 | 0.028 |
| sky130_fd_sc_hd__nand3_1 | 39 | 0.012 |
| sky130_fd_sc_hd__inv_1 | 38 | 0.0090 |
| sky130_fd_sc_hd__ha_1 | 35 | 0.028 |
| sky130_fd_sc_hd__nor3_1 | 31 | 0.0098 |
| sky130_fd_sc_hd__clkbuf_1 | 30 | 0.0071 |
| sky130_fd_sc_hd__buf_2 | 22 | 0.0069 |
| sky130_fd_sc_hd__a31oi_1 | 18 | 0.0071 |
| sky130_fd_sc_hd__a211oi_1 | 16 | 0.0076 |
| sky130_fd_sc_hd__and3_1 | 14 | 0.0055 |
| sky130_fd_sc_hd__mux2_4 | 8 | 0.0076 |
| sky130_fd_sc_hd__buf_1 | 4 | 0.00094 |
| sky130_fd_sc_hd__and2_1 | 2 | 0.00079 |
| sky130_fd_sc_hd__nor2b_1 | 2 | 0.00079 |
| sky130_fd_sc_hd__a21oi_1 | 1 | 0.00031 |
| sky130_fd_sc_hd__buf_6 | 1 | 0.00071 |
| sky130_fd_sc_hd__conb_1 | 1 | 0.00024 |
| sky130_fd_sc_hd__dfstp_2 | 1 | 0.0017 |
| sky130_fd_sc_hd__nand3_4 | 1 | 0.0011 |
| sky130_fd_sc_hd__nor3b_1 | 1 | 0.00047 |
| sky130_fd_sc_hd__nor4b_4 | 1 | 0.0015 |
==> stage by stage <==
stage | area, sq um | setup WS, ps
finish | 17400 | 92.7
global route | 17400 | 34.8
CTS | 17400 | 97.5
detailed placement | 16600 | 164
global placement | 16600 | 199
floorplan | 15900 | 288
Power figures rest on the tool's default switching activity, not on a simulated workload.
